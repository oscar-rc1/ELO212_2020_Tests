--- design.v ---
`timescale 1ns / 1ps
module bcd_to_sseg
(
	input logic [3:0] bcd,
	output logic [6:0] seven_seg
);
	always_comb begin
		case(bcd)
			4'h0: seven_seg = 7'b1000000;
			4'h1: seven_seg = 7'b1111001;
			4'h2: seven_seg = 7'b0100100;
			4'h3: seven_seg = 7'b0110000;
			4'h4: seven_seg = 7'b0011001;
			4'h5: seven_seg = 7'b0010010;
			4'h6: seven_seg = 7'b0000010;
			4'h7: seven_seg = 7'b1111000;
			4'h8: seven_seg = 7'b0000000;
			4'h9: seven_seg = 7'b0010000;
			4'hA: seven_seg = 7'b0001000;
			4'hB: seven_seg = 7'b0000011;
			4'hC: seven_seg = 7'b1000110;
			4'hD: seven_seg = 7'b0100001;
			4'hE: seven_seg = 7'b0000110;
			4'hF: seven_seg = 7'b0001110;
			default: seven_seg = 7'b1111111;
		endcase
	end
endmodule
`timescale 1ns / 1ps
module clock_div #(parameter C_OUT_FREQ = 60, parameter C_IN_FREQ = 100000)
(
	input logic refclk,
	input logic rst,
	output logic outclk
);
	logic clk_next;
	logic [31:0] count;
	logic [31:0] count_next;
	always_ff @(posedge refclk) begin
		outclk <= clk_next;
		count <= count_next;
	end
	always_comb begin
		if(rst) begin
			clk_next = 0;
			count_next = 32'd0;
		end else begin
			if(count == C_IN_FREQ/(2*C_OUT_FREQ) - 1) begin
				clk_next = !outclk;
				count_next = 32'd0;
			end else begin
				clk_next = outclk;
				count_next = count + 1;
			end
		end
	end
endmodule
`timescale 1ns / 1ps
module counter_16bit
(
	input logic clk,
	input logic rst,
	output logic [15:0] number
);
	always_ff @(posedge clk) begin
		if(rst) begin
			number <= 'd0;
		end else begin
			number <= number + 'd1;
		end
	end
endmodule
`timescale 1ns / 1ps
module mux_display_bcd
(
	input logic clk,
	input logic rst,
	input logic [15:0] number,
	output logic [3:0] bcd,
	output logic [7:0] leds
);
	logic [1:0] pos;
	always_ff @(posedge clk) begin
		if(rst) begin
			pos <= 2'd0;
		end else begin
			pos <= pos + 1;
		end
	end
	always_comb begin
		if(rst) begin
			bcd = 4'd0;
			leds = 8'b11111111;
		end else begin
			case(pos)
				2'd0: bcd = number[3:0];
				2'd1: bcd = number[7:4];
				2'd2: bcd = number[11:8];
				2'd3: bcd = number[15:12];
				default: bcd = 4'd0;
			endcase
			case(pos)
				2'd0: leds = 8'b11111110;
				2'd1: leds = 8'b11111101;
				2'd2: leds = 8'b11111011;
				2'd3: leds = 8'b11110111;
				default: leds = 8'b11111111;
			endcase
		end
	end
endmodule
`timescale 1ns / 1ps
module top_module
(
	input logic clk,
	input logic rst,
	output logic [6:0] sseg,
	output logic [7:0] an,
	input logic a,
	input logic b,
	output logic c
);
	logic [3:0] curr_bcd;
	logic [15:0] curr_num;
	logic clk_4hz, clk_240hz;
	assign c = a & b;
	clock_div #(4, 10000) CLK1
	(
		.refclk(clk),
		.rst(rst),
		.outclk(clk_4hz)
	);
	clock_div #(240, 10000) CLK2
	(
		.refclk(clk),
		.rst(rst),
		.outclk(clk_240hz)
	);
	counter_16bit U0
	(
		.clk(clk_4hz),
		.rst(rst),
		.number(curr_num)
	);
	mux_display_bcd U1
	(
		.number(curr_num),
		.clk(clk_240hz),
		.rst(rst),
		.bcd(curr_bcd),
		.leds(an)
	);
	bcd_to_sseg U2
	(
		.bcd(curr_bcd),
		.seven_seg(sseg)
	);
endmodule
--- run.sh ---
#!/bin/bash
# OpenROAD 26Q1-2900-gdf79404cd8, Yosys 0.63+post, stock flow scripts
make -C /OpenROAD-flow-scripts/flow DESIGN_CONFIG=/design/flow/config.mk WORK_HOME=/design/flow/orfs finish
--- config.mk ---
export PLATFORM = sky130hd
export DESIGN_NAME = top_module
export DESIGN_NICKNAME = top_module
export VERILOG_FILES = /design/flow/design.v
export SDC_FILE = /design/flow/constraint.sdc
export NUM_CORES = 4
export LEC_CHECK = 1
export CORE_UTILIZATION = 30
--- constraint.sdc ---
current_design top_module

set clk_period 6.6
set clk_io_pct 0.2

create_clock -name clk0 -period $clk_period [get_ports {clk}]

set non_clock_inputs [all_inputs -no_clocks]
set_input_delay [expr $clk_period * $clk_io_pct] -clock clk0 $non_clock_inputs
set_output_delay [expr $clk_period * $clk_io_pct] -clock clk0 [all_outputs]
==> GITHUB_STEP_SUMMARY <==
### Yosys + OpenROAD results

| Metric | Value |
|---|---|
| Init Core Util | 0.3097 |
| Max layer used | met4 |
| Number of global-route vias before repair | 3,320 |
| Synth Cell Area | 4315 um^2 |
| Mapped Cells | 515 |
| Pre-CTS setup slack | 1.353 ns |
| Die width | 121.9 um |
| Hold crit path type | register to register |
| CP startpoint kind | primary input |
| GPL Wtd Cong | 0.8690 |
| Distinct lib cells | 49 |
| RR Startpoint | CLK1.count[0]$_SDFF_PP0_ |
| Number of synthesized flops with an enable pin | 0 |
| Endpoints left unconstrained | 18 |
| CTS root buffer | clkbuf_16 |
| Post-DP HPWL | 5707 um |
| Insertion Delay late pin | 0.33 ns |
| NetSw | 0.1931 mW |
| Largest net degree at the start of global routing | 33 |
| Post-synthesis chip area from yosys | 4315 um^2 |
| Crit path capture type | output pin |
| Vias per std cell | 5.105 |
| Bufs on Longest Clock Path | 2 |
| Worst Path Required | 5.28 ns |
| Max Slew Vio Count | 0 |
| Routed Wire Length | 8473 um |
| DRT antenna net count | 0 |
| # port buffers | 15 |
| Yosys cell count | 515 |
| Dpl cells | 692 |
| Max-cap viol count | 0 |
| Unrepaired setup endpoints after global routing | no |
| Setup CP Type | primary input to output pin |
| Pwr/cell area | 203.0 nW/um^2 |
| Outcome | complete, no violations |
| Fill cell count | 1,359 |
| Vias after detailed routing | 3,614 |
| Worst slew pin tran | 0.8206 ns |
| Die Size | 14,870 um^2 |
| # rows | 43 |
| TritonCTS Buffers | 9 |
| Final Core Density | 0.3584 |
| Final worst slack | 1.371 ns |
| CTS tree | done |
| Slew HR | 0.4530 |
| Switch share | 0.1905 |
| Setup TNS | 0 ns |
| Hold buffers post-CTS | 0 |
| Comb pwr share | 0.027 |
| Number of register pins that no clock reaches | 18 |
| Drc violations | 0 |
| Leak | 1.528 nW |
| DRT iter0 DRCs | 242 |
| Yosys Warn Count | 5 |
| Initial antenna violation count | 0 |
| R2r setup slk | 4.34 ns |
| GR Overflow Total | 0 |
| WP data arrival | 3.91 ns |
| Die Height | 121.9 um |
| Hold_sp | CLK2.count[0]$_SDFF_PP0_ |
| Clock share of power | 0.572 |
| Synth async-reset ratio | 0 |
| CORE AREA | 13,930 um^2 |
| Crit. Startpoint | rst |
| Drt wl/cell | 11.97 um |
| Final setup viols | 0 |
| Share of cells above drive strength 1 | 0.06439 |
| Syn Area/Cell | 8.379 um^2 |
| Tool warnings | 34 |
| Met3 WL post-DR | 223 um |
| Ant. Diodes | 0 |
| Min cycle time layout | 5.229 ns |
| Number of I/O pins | 20 |
| Resized Gates After CTS | 0 |
| Setup Buffers After CTS | 0 |
| Ys flops | 84 |
| 1st-pass router iterations | 5 |
| VDD IR max | 0.0001307 V |
| Clock transition at the registers of the reported paths | 0.05 ns |
| First-pass GRT wire length | 15,260 um |
| DR WL met2 | 3713 um |
| CP Max Fanout | 28 |
| Most common reg cell | dfxtp_1 |
| Final worst path period share | 0.7922 |
| Fin Hold WS | 0.4806 ns |
| Fmax | 191.3 MHz |
| Post-Route M1 WL | 4418 um |
| Sequential power share | 0.400 |
| Fin cells | 708 |
| H-tree Lvls | 3 |
| Internal | 0.8207 mW |
| GRT Overall Usage | 0.1237 |
| P&R area growth vs syn | 15.71% |
| Count of final hold-check violations | 0 |
| Sequential area share after synthesis | 0.3897 |
| Clock Skew | 0.005780 ns |
==> power by group through the flow <==
stage                 clock network, mW  logic, mW  registers (mW)
after CTS                         0.593     0.0285           0.406
after global routing              0.610     0.0322           0.406
final                             0.580     0.0278           0.406
==> stage by stage <==
stage / cell area [um^2] / total power, mW
floorplan: 4327 / 0.4332
global placement: 4627 / 0.4415
finish: 4994 / 1.014
detailed placement: 4627 / 0.4425
global route: 4994 / 1.048
CTS: 4994 / 1.027
==> final timing paths <==
| kind | cells past startpoint | end |
|---|---|---|
| min | 1 | CLK2.count[0]$_SDFF_PP0_ |
| min reg2reg | 1 | CLK2.count[0]$_SDFF_PP0_ |
| max reg2reg | 5 | CLK1.count[22]$_SDFF_PP0_ |
| max | 8 | sseg[4] |
==> critical path: stages <==
cell and delay (ns):
clkdlybuf4s50_1 0.40, buf_4 0.22, a221oi_1 0.61, inv_1 0.22
ha_1 0.23, or3_1 0.35, o21ai_0 0.08, clkdlybuf4s50_1 0.48
==> synthesized netlist by cell type (14+ instances only) <==
library cell / instances / area, um^2
xnor2_1: 29 / 254.0
dfxtp_1: 84 / 1682
nand3_1: 23 / 115.1
or3_1: 21 / 131.4
o31ai_1: 16 / 120.1
clkbuf_1: 15 / 56.30
ha_1: 14 / 175.2
o21ai_0: 21 / 105.1
inv_1: 26 / 97.59
a21oi_1: 40 / 200.2
nand4_1: 21 / 131.4
nand2_1: 26 / 97.59
nor4_1: 19 / 118.9
or4_1: 19 / 142.6
nor2_1: 53 / 198.9
==> layout by cell type, fill, tap and decap left out, types with 3 or more instances in the layout <==
master,n
conb_1,4
nand2_1,26
o22ai_1,3
mux2i_1,7
a22oi_1,4
inv_1,26
clkbuf_16,9
nor2_1,53
ha_1,14
nand3_1,23
nand4_1,21
a221oi_1,3
dfxtp_1,84
xor2_1,10
o31ai_1,16
nor4_1,19
clkdlybuf4s50_1,15
or4_1,19
a21oi_1,40
or2_2,3
o21ai_0,20
nor3_1,10
buf_4,5
bufinv_16,4
and4_1,7
nor2b_1,4
or3_1,21
xnor2_1,29
==> kinds of logic after synthesis <==
family          after synthesis  synth area share
buf+inv                      52           0.05045
flops                        84            0.3897
other cells                   1         0.0008690
mux                           8           0.01885
simple gates                221            0.2868
fa+ha+maj                    14           0.04059
compound gates               96            0.1337
xor+xnor                     39           0.07915
==> state kept, by name, summed over array words and instances, names as in the netlist <==
| register | count |
|---|---|
| CLK1.outclk | 1 |
| U0.number | 16 |
| CLK1.count | 32 |
| U1.pos | 2 |
| CLK2.count | 32 |
| CLK2.outclk | 1 |
==> area by class of cell <==
cell class                 instances  area [um^2]  area share
clock buffer                       9        225.2     0.04510
inverter                          26        97.59     0.01954
sequential                        84         1682      0.3368
timing repair buffer              20        187.7     0.03758
clock inverter                     7        141.4     0.02831
tap                              180        225.2     0.04510
multi-input combinational        382         2435      0.4876
==> routing by layer <==
metal	vias up	global-route usage
li1	1894	-
met2	53	0.1924
met5	-	0
met3	9	0.01527
met1	1658	0.1905
met4	0	0.01698
No activity file was given, so power comes from the tool's default toggle rates.
